[flow/design.v]
`default_nettype none
module block_position
#(
  parameter MAX_SLICE_WIDTH         = 2560,
  parameter MAX_SLICE_HEIGHT        = 2560
)
(
  input wire clk,
  input wire rst_n,
  input wire flush,
  input wire [$clog2(MAX_SLICE_WIDTH)-1:0] slice_width,
  input wire [$clog2(MAX_SLICE_HEIGHT)-1:0] slice_height,
  input wire [15:0] frame_height,
  input wire start_decode,  
  input wire in_sof,
  input wire in_valid,
  input wire parse_substreams,
  input wire substream0_parsed,
  input wire substreams123_parsed,
  output wire sof,
  output reg soc,
  output reg eoc,
  output reg sos,
  output reg eos,
  output reg early_eos,  
  output reg eof,  
  output reg eob,
  output reg fbls,
  output reg isFirstParse,  
  output reg isFirstBlock,  
  output reg isLastBlock,   
  output reg nextBlockIsFls,
  output wire neighborsAbove_rd_en,
  output wire block_push,
  output reg resetLeft,  
  output wire isEvenChunk  
);
reg sticky_in_sof;
always @ (posedge clk or negedge rst_n)
  if (~rst_n)
    sticky_in_sof <= 1'b0;
  else if (flush | start_decode)
    sticky_in_sof <= 1'b0;
  else if (in_sof & in_valid)
    sticky_in_sof <= 1'b1;
assign sof = sticky_in_sof & start_decode;  
wire [$clog2(MAX_SLICE_WIDTH)-3-1:0] numBlksX;
assign numBlksX = slice_width >> 3;
wire [$clog2(MAX_SLICE_HEIGHT)-3-1:0] numBlksY;
assign numBlksY = slice_height >> 1;
reg [1:0] quad_pix_cnt;  
always @ (posedge clk or negedge rst_n)
  if (~rst_n)
    quad_pix_cnt <= 2'd0;
  else if (flush | sof)
    quad_pix_cnt <= 2'd0;
  else if (start_decode)
    quad_pix_cnt <= 2'd0;
  else
    quad_pix_cnt <= quad_pix_cnt + 1'b1;
always @ (posedge clk or negedge rst_n)
  if (~rst_n)
    eob <= 1'b0;
  else if (flush | sof)
    eob <= 1'b0;
  else if (quad_pix_cnt == 2'd2)
    eob <= 1'b1;
  else
    eob <= 1'b0;
reg [2:0] substream0_parsed_dl;
always @ (posedge clk or negedge rst_n)
  if (~rst_n)
    substream0_parsed_dl <= 3'b0;
  else if (flush | sof)
    substream0_parsed_dl <= 3'b0;
  else
    substream0_parsed_dl <= {substream0_parsed_dl[1:0], substream0_parsed};
reg [$clog2(MAX_SLICE_WIDTH)-1:0] blockPosX;
always @ (posedge clk or negedge rst_n)
  if (~rst_n)
    blockPosX <= {MAX_SLICE_WIDTH{1'b0}};
  else if (flush | sof)
    blockPosX <= {MAX_SLICE_WIDTH{1'b0}};
  else if (start_decode)
    blockPosX <= {MAX_SLICE_WIDTH{1'b0}};
  else if (substreams123_parsed)
    if (blockPosX == numBlksX - 1'b1)
      blockPosX <= {MAX_SLICE_WIDTH{1'b0}};
    else
      blockPosX <= blockPosX + 1'b1;
reg [$clog2(MAX_SLICE_HEIGHT)-1:0] blockPosY;
always @ (posedge clk or negedge rst_n)
  if (~rst_n)
    blockPosY <= {MAX_SLICE_HEIGHT{1'b0}};
  else if (flush | sof)
    blockPosY <= {MAX_SLICE_HEIGHT{1'b0}};
  else if (start_decode)
    blockPosY <= {MAX_SLICE_HEIGHT{1'b0}};
  else if (substreams123_parsed & (blockPosX == numBlksX - 1'b1))
    if (blockPosY == numBlksY - 1'b1)
      blockPosY <= {MAX_SLICE_HEIGHT{1'b0}};
    else
      blockPosY <= blockPosY + 1'b1;
always @ (posedge clk or negedge rst_n)
  if (~rst_n)
    eoc <= 1'b0;
  else if (flush | sof)
    eoc <= 1'b0;
  else if (substreams123_parsed)
    if (blockPosX == numBlksX - 2'd2)
      eoc <= 1'b1;
    else
      eoc <= 1'b0;
always @ (posedge clk or negedge rst_n)
  if (~rst_n)
    soc <= 1'b0;
  else if (flush | sof)
    soc <= 1'b0;
  else if (substreams123_parsed)
    if (blockPosX == numBlksX - 1'b1)
      soc <= 1'b1;
	  else
	    soc <= 1'b0;
always @ (posedge clk or negedge rst_n)
  if (~rst_n)
    nextBlockIsFls <= 1'b1;
  else if (flush | sof)
    nextBlockIsFls <= 1'b1;
  else if (start_decode)
    nextBlockIsFls <= 1'b1;
  else if (substreams123_parsed)
    if ((blockPosX == numBlksX - 1'b1) & (blockPosY == numBlksY - 1'b1))
      nextBlockIsFls <= 1'b1;
    else if ((blockPosX == numBlksX - 2'd2) & (blockPosY == {MAX_SLICE_HEIGHT{1'b0}}))
      nextBlockIsFls <= 1'b0;
always @ (posedge clk or negedge rst_n)
  if (~rst_n)
    isFirstBlock <= 1'b0;
  else if (flush | sof)
    isFirstBlock <= 1'b0;
  else if (start_decode | (substream0_parsed & isFirstBlock))
    isFirstBlock <= 1'b0;
  else if (substream0_parsed & isFirstParse)
    isFirstBlock <= 1'b1;
always @ (posedge clk or negedge rst_n)
  if (~rst_n)
    isLastBlock <= 1'b0;
  else if (flush | sof)
    isLastBlock <= 1'b0;
  else if (start_decode | ((quad_pix_cnt == 2'd2) & isLastBlock))
    isLastBlock <= 1'b0;
  else if (substreams123_parsed & (blockPosX == numBlksX - 2'd2) & (blockPosY == numBlksY - 1'b1))
    isLastBlock <= 1'b1;
always @ (posedge clk or negedge rst_n)
  if (~rst_n)
    isFirstParse <= 1'b0;
  else if (flush | in_sof)
    isFirstParse <= 1'b0;
  else if (start_decode)
    isFirstParse <= 1'b1;
  else if (substream0_parsed | substreams123_parsed)
    if ((blockPosX == numBlksX - 1'b1) & (blockPosY == numBlksY - 1'b1))
      isFirstParse <= 1'b1;
    else
      isFirstParse <= 1'b0;
assign isEvenChunk = ~blockPosY[0];
always @ (posedge clk or negedge rst_n)
  if (~rst_n)
    sos <= 1'b0;
  else if (flush | sof)
    sos <= 1'b0;
  else if (substream0_parsed & isFirstParse)
    sos <= 1'b1;
  else if (eob)
    sos <= 1'b0;
always @ (posedge clk or negedge rst_n)
  if (~rst_n)
    eos <= 1'b0;
  else if (flush | sof)
    eos <= 1'b0;
  else if (eob & isLastBlock)
    eos <= 1'b1;
  else if (eob)
    eos <= 1'b0;
always @ (posedge clk or negedge rst_n)
  if (~rst_n)
    early_eos <= 1'b0;
  else if (flush | sof)
    early_eos <= 1'b0;
  else if (isLastBlock & (quad_pix_cnt == 2'd2))
    early_eos <= 1'b1;
  else
    early_eos <= 1'b0;
reg [15:0] line_cnt_until_end_of_frame;
always @ (posedge clk or negedge rst_n)
  if (~rst_n)
    line_cnt_until_end_of_frame <= 16'b0;
  else if (flush | sof)
    line_cnt_until_end_of_frame <= 16'b0;
  else if (substream0_parsed & (blockPosX == numBlksX - 2'd2))
    line_cnt_until_end_of_frame <= line_cnt_until_end_of_frame + 2'd2;
always @ (posedge clk or negedge rst_n)
  if (~rst_n)
    eof <= 1'b0;
  else if (flush | sof)
    eof <= 1'b0;
  else if (line_cnt_until_end_of_frame >= frame_height)
    eof <= 1'b1;
always @ (posedge clk or negedge rst_n)
  if (~rst_n)
    fbls <= 1'b1;
  else if (flush | isFirstParse)
    fbls <= 1'b1;
  else if (substream0_parsed & (blockPosX == numBlksX - 1'b1))
    fbls <= 1'b0;
always @ (posedge clk or negedge rst_n)
  if (~rst_n)
    resetLeft <= 1'b1;
  else if (flush)
    resetLeft <= 1'b1;
  else if (start_decode)
    resetLeft <= 1'b1;
  else if (substream0_parsed)
    if (blockPosX == numBlksX - 1'b1)
      resetLeft <= 1'b1;
    else
      resetLeft <= 1'b0;
reg enable_above_rd_request;
always @ (posedge clk or negedge rst_n)
  if (~rst_n)
    enable_above_rd_request <= 1'b0;
  else if (flush)
    enable_above_rd_request <= 1'b0;
  else if (start_decode)
    enable_above_rd_request <= 1'b0;
  else if (early_eos)
    enable_above_rd_request <= 1'b0;
  else if (substreams123_parsed & (blockPosX == numBlksX - 3'd5) & (blockPosY == {MAX_SLICE_HEIGHT{1'b0}}))
    enable_above_rd_request <= 1'b1;
assign neighborsAbove_rd_en = enable_above_rd_request & substream0_parsed_dl[2];
assign block_push = (blockPosX <= numBlksX - 3'd4) & (blockPosY == {MAX_SLICE_HEIGHT{1'b0}});
endmodule
[flow/run.sh]
#!/bin/bash
# OpenROAD 26Q1-2900-gdf79404cd8, Yosys 0.63+post, stock flow scripts
make -C /OpenROAD-flow-scripts/flow DESIGN_CONFIG=/design/flow/config.mk WORK_HOME=/design/flow/orfs finish
[flow/config.mk]
export PLATFORM = sky130hd
export DESIGN_NAME = block_position
export DESIGN_NICKNAME = block_position
export VERILOG_FILES = /design/flow/design.v
export SDC_FILE = /design/flow/constraint.sdc
export NUM_CORES = 4
export LEC_CHECK = 1
export CORE_UTILIZATION = 40
[flow/constraint.sdc]
current_design block_position

set clk_period 4.0
set clk_io_pct 0.2

create_clock -name clk0 -period $clk_period [get_ports {clk}]

set non_clock_inputs [all_inputs -no_clocks]
set_input_delay [expr $clk_period * $clk_io_pct] -clock clk0 $non_clock_inputs
set_output_delay [expr $clk_period * $clk_io_pct] -clock clk0 [all_outputs]
==> reports/notes.md <==
The flow ran to the end, and the final reports show no timing, DRC or antenna violations. Looking at the reg2reg group, the worst path ends at line_cnt_until_end_of_frame[11]. The number of setup violations in the final report came out at 0.

With the number of antenna violations at the first check in global routing at 0, the placed wire-length estimate is 9.65 mm. Before any placement, the netlist area is recorded as 0.00506 sq mm. In the routed netlist, the antenna diode instances number 0.

Share of layout cells above drive strength 1: 0.146. The tools report the endpoint class of the critical path as an output port. The run gives 601 for the total cells reported by yosys after synthesis. The gate-level netlist out of Yosys references 66 unique cell types. The run gives 0.00148 sq mm as the register area. Setup slack on the worst reg-to-reg path comes out at 1.35 ns.

With the number of inserted filler cells in the final layout at 1100, the synthesis-to-finish area growth is 24.7%. Worst hold-check path type: reg -> reg. The first global-routing pass estimated 22.5 mm of wire. With the share of the core filled with cells in the final layout at 0.519, the fraction of the cycle the final worst path needs is 0.969. The logs give 0.502 for the headroom to the max-slew limit and 0.0122 sq mm for the core outline area. After its last routability iteration, the placer logged a weighted congestion of 0.907. Across all hold checks on the routed design, the worst slack comes to 0.424 ns. The logs give 0 for the DRC violation count after routing and 3.20 ns for the data required time at the worst endpoint.

The post-synthesis instance total is 601. Sorting the synthesized cells by area gives the leading types as dfrtp_1, ha_1, xnor2_1. For the number of endpoints with negative hold slack in the final report, the log shows 0.

The run gives 0.00126 W as the internal power component. Per the detail_route report, the via count comes to 4778. CTS added clock buffers totalling 9. The via count of the first global-routing pass is 4499. The net switching power is 0.000432 W.

Yosys reports a chip area of 0.00506 sq mm. Per the run summary, max-cap violations total 0. With the combinational share of power at 0.144, the placement row count is 40. Switching part of the total power: 0.255. The total area of multi-input combinational cells was 0.00332 sq mm. The logs give 0.33 ns for the clock latency on the worst-skew pair and 0.219 for the total routing usage reported by global routing. The post-synth register bit count is 59. The maximum frequency from static timing analysis is 258 MHz. Root buffer cell: clkbuf_16. End point of the worst hold path: quad_pix_cnt[0]. Per the placement log, port buffering inserted 58 buffers. For the wire length reported by the detailed router, the log shows 13.4 mm.

Pins over their slew limit in the final report were tallied at 0. The run gives 66 as the I/O pin total. According to the timing report, the arrival time at the worst endpoint equals 3.08 ns. The number of warnings reported in the stage logs is 36. The tools report the clock sink total as 59. The register share of total power is 0.358, and the largest net degree at the start of global routing is 39. With the detailed-router iteration count before antenna repair at 4, the top fanout value on the critical path is 4. Proportion of synthesized chip area in sequential cells: 0.293. The worst-case clock skew came out at 0.00858 ns. The horizontal die dimension reported for this design is 114 um. The number of enable flip-flop cells is 0.

The cell type that accounts for the most area after synthesis is dfrtp_1. The H-tree generated during clock tree synthesis spans 3 levels. The run gives 0.416 as the core utilization at floorplan. For this design, the CTS-stage hold fixing added 0 buffers. The pin closest to its max-slew limit shows a slew of 0.728 ns. On the worst setup and hold paths after CTS, the clock-pin slew comes to 0.06 ns. Detailed-route wire length per cell: 16.0 um.

Share of power burned in the clock network: 0.498. Summing internal, switching and leakage power gives 0.00170 W. Worst setup path category: in -> out.

The depth of the worst register-to-register path works out to 6. TritonCTS built the clock tree. Per the OpenROAD power report, leakage power amounts to 2.78 nW. The kind of start point of the critical path is an input port. The run gives 1 for the number of warnings reported in the yosys synthesis log. The most instantiated flip-flop cell in the synthesis netlist is dfrtp_1.

Per the log, the first TritonRoute iteration ended with a DRC count of 332. The detail route stage leaves a number of antenna-violating nets equal to 0. The tools report the worst flop-to-flop path startpoint as blockPosX[4]. Per the GRT congestion report, total overflow comes to 0. The fraction of registers with async set or reset after synthesis came out at 1.00. The start point of the worst hold path was quad_pix_cnt[0]. With the ratio of total power to cell area at 269 mW/mm^2, the cell depth of the worst min-delay path is 1. The tools report the worst-case vdd ir drop as 0.210 mV.

Per the OpenROAD floorplan log, the area of the die is 0.0131 sq mm. The run gives 114 um for the die span in y. The routed design could run at a clock period as short as 3.88 ns. Dividing the synthesized area by the synthesized cell count gives 8.42 sq um. The area fraction of the dominant cell type after synthesis is 0.277, and the maximum buffer depth of the clock tree is 2. The ratio of routed vias to standard cells works out to 5.70.
[what timing repair did]
| item | in CTS | in global routing |
|---|---|---|
| setup endpoints to repair | 1 | 1 |
| pin swaps | 4 | 5 |
| resized | 17 | 10 |
| setup buffers | 2 | 3 |
[sequential cells by signal, summed over array words and instances (netlist names), 2 cells and up]
signal,count
blockPosY,12
blockPosX,12
quad_pix_cnt,2
substream0_parsed_dl,3
line_cnt_until_end_of_frame,15
[worst max path at each step]
| stage | from | end | cells after the start |
|---|---|---|---|
| after CTS | slice_width[8] | block_push | 12 |
| after global routing | slice_width[9] | block_push | 12 |
| final | slice_width[9] | block_push | 12 |
[critical path, cell delays in order]
cell and delay, ns:
dlygate4sd2_1 0.28, buf_6 0.14, nor4_4 0.14, nand2_1 0.10, xor2_1 0.15, ha_1 0.30
nand4_1 0.09, nor2_1 0.11, nand2_1 0.07, or2_2 0.30, a21oi_2 0.13, clkdlybuf4s50_1 0.46
[cells by family (layout without fill, tap and decap cells)]
kind of cell | Yosys count | after routing | synth area share
flip-flops | 59 | 59 | 0.293
AND/OR/NAND/NOR | 237 | 237 | 0.248
multiplexers | 9 | 9 | 0.0183
XOR/XNOR | 38 | 38 | 0.0700
buffers and inverters | 75 | 144 | 0.0626
adder cells (fa/ha/maj) | 39 | 39 | 0.0964
AND-OR/OR-AND | 144 | 144 | 0.212
[metrics by stage]
stage                     instance area, sq um  setup TNS (ns)  instances  worst slack (ns)
after global routing                      6310        -0.00815        838          -0.00815
after CTS                                 6280               0        835            0.0105
after detailed placement                  5910          -0.237        817            -0.237
final                                     6310               0        838             0.124
after global placement                    5910          -0.238        817            -0.238
after floorplan                           5060               0        601             0.568
[Yosys cell counts, types with 14 or more instances]
cell type	count
nor2_1	34
o2111ai_1	19
xnor2_1	24
dfrtp_1	56
and3_1	16
inv_1	31
o211ai_1	14
nor3_1	26
nand2_1	52
clkbuf_1	28
a21oi_1	23
nand3_1	30
ha_1	39
[layout make-up]
cell class                 instances  share of cell area
multi-input combinational        467               0.527
sequential                        59               0.235
timing repair buffer              97               0.136
clock buffer                       9              0.0357
tap                              168              0.0333
inverter                          31              0.0184
clock inverter                     7              0.0159
[per-layer routing]
metal / global-route usage / up-vias / wire length [um]
met5: 0 / - / 0
met4: 0.0381 / 0 / 235
met3: 0.0437 / 21 / 807
met2: 0.327 / 138 / 5900
met1: 0.341 / 2255 / 6450
li1: - / 2364 / -
[power by group through the flow]
stage | clock [W] | combinational (W) | sequential [W]
global route | 0.000881 | 0.000271 | 0.000608
CTS | 0.000852 | 0.000241 | 0.000608
finish | 0.000845 | 0.000245 | 0.000608
[placed cells by master (no fill, tap or decap), drive strengths merged, types with 4 or more instances in the layout]
cell type / count
o2111ai: 19
a211oi: 4
o311ai: 5
inv: 33
nand2b: 6
nand2: 52
o211ai: 14
a21o: 9
mux2i: 7
nand3b: 4
xnor2: 24
and3: 16
nand4: 9
or4: 4
nor2b: 10
o21a: 7
clkbuf: 12
nor2: 35
and2: 11
clkdlybuf4s50: 50
ha: 39
xor2: 13
a31oi: 12
nand3: 30
nor4: 7
nor3: 26
a31o: 9
o21ai: 6
a21oi: 23
dfrtp: 56
or2: 5
o31ai: 8
or3: 9
nor3b: 5
a22o: 5
buf: 40
dlygate4sd2: 4
Power is estimated from default activity; no workload was simulated.
