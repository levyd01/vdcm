==> flow/design.v <==
`default_nettype none
module apb_slave
#(
  parameter NBR_REGS = 32
)
(
  input wire clk_apb,
  input wire clk_core,
  input wire rst_n,
  input wire [$clog2(NBR_REGS):0] paddr,
  input wire pwrite,
  input wire psel,
  input wire penable,
  input wire [31:0] pwdata,
  output wire pready,
  output reg [31:0] prdata,
  output wire [32*NBR_REGS-1:0] register_bank_p,
  output wire reg_bank_valid
);
reg [31:0] register_bank [NBR_REGS-1:0];
reg send_reg_bank;  
localparam ST_SETUP = 0;
localparam ST_W_ENABLE = 1;
localparam ST_R_ENABLE = 2;
localparam ADDR_SEND_RB = NBR_REGS;
reg [1:0] apb_st;
always @(negedge rst_n or posedge clk_apb) begin
  if (~rst_n) begin
    apb_st <= 2'b0;
    prdata <= 32'b0;
    send_reg_bank <= 1'b0;
  end
  else begin
    case (apb_st)
      ST_SETUP : begin
        prdata <= 32'b0;
        send_reg_bank <= 1'b0;
        if (psel & ~penable) begin
          if (pwrite) begin
            apb_st <= ST_W_ENABLE;
          end
          else begin
            apb_st <= ST_R_ENABLE;
          end
        end
      end
      ST_W_ENABLE : begin
        if (psel & penable & pwrite) begin
          if (paddr == ADDR_SEND_RB)
            send_reg_bank <= 1'b1;
        end
        apb_st <= ST_SETUP;
      end
      ST_R_ENABLE : begin
        if (psel & penable & ~pwrite) begin
          prdata <= register_bank[paddr];
        end
        apb_st <= ST_SETUP;
      end
    endcase
  end
end 
always @(posedge clk_apb)
  if ((apb_st == ST_W_ENABLE) & psel & penable & pwrite)
    register_bank[paddr] <= pwdata; 
wire send_reg_bank_clk_core;
synchronizer sync_send_reg_bank_u (.clk(clk_core), .in(send_reg_bank), .out(send_reg_bank_clk_core));
reg send_reg_bank_clk_core_dl;
always @(posedge clk_core)
  send_reg_bank_clk_core_dl <= send_reg_bank_clk_core;
assign reg_bank_valid = send_reg_bank_clk_core & ~send_reg_bank_clk_core_dl;
assign pready = psel & penable & ((paddr == ADDR_SEND_RB) ? send_reg_bank_clk_core_dl : 1'b1);
genvar gi;
generate
  for (gi=0; gi<NBR_REGS; gi=gi+1) begin : pack_output
    assign register_bank_p[32*gi+:32] = register_bank[gi];
  end
endgenerate
endmodule
module synchronizer
(
  input wire clk,
  input wire in,
  output wire out
);
reg [1:0] in_dl;
always @ (posedge clk)
  in_dl <= {in_dl[0], in};
assign out = in_dl[1];
endmodule
==> flow/run.sh <==
#!/bin/bash
# OpenROAD 26Q1-2900-gdf79404cd8, Yosys 0.63+post, stock flow scripts
make -C /OpenROAD-flow-scripts/flow DESIGN_CONFIG=/design/flow/config.mk WORK_HOME=/design/flow/orfs finish
==> flow/config.mk <==
export PLATFORM = sky130hd
export DESIGN_NAME = apb_slave
export DESIGN_NICKNAME = apb_slave
export VERILOG_FILES = /design/flow/design.v
export SDC_FILE = /design/flow/constraint.sdc
export NUM_CORES = 4
export LEC_CHECK = 1
export CORE_AREA = 10 10 495 495
export DIE_AREA = 0 0 505 505
==> flow/constraint.sdc <==
current_design apb_slave

set clk_period 4.4
set clk_io_pct 0.2

create_clock -name clk0 -period $clk_period [get_ports {clk_apb}]
create_clock -name clk1 -period $clk_period [get_ports {clk_core}]

set non_clock_inputs [all_inputs -no_clocks]
set_input_delay [expr $clk_period * $clk_io_pct] -clock clk0 $non_clock_inputs
set_output_delay [expr $clk_period * $clk_io_pct] -clock clk0 [all_outputs]
==> results.txt <==
impl run done, here's what came out: Worst path slowest cell clkdlybuf4s50_1, Pre-Place Util 0.173, placed insts 6451, area share, top type 0.760, min setup slack post-route 0.843 ns, setup bufs post-CTS 0, GRT Residual Overflow 0, DRT antenna net count 0, vias per cell 4.25, syn avg cell area 18.6 µm², CP Data Required Time 3.52 ns, Synth Register Bits 1063, tool warning count 27, final count of pins violating max slew 0, number of global-route vias before repair 30.5k, Flop pwr share 0.493, Setup CP Type input port to output pin, first-pass GRT wire length 325000 µm, pin count of the biggest net entering global routing 67, Most used DFF post-synth edfxtp_1, pwr dens 369 nW/µm², most numerous logic cells after layout 1097 x clkdlybuf4s50_1, 1024 x edfxtp_1, 512 x mux2i_1, 256 x o22ai_1, 135 x buf_4, IO buf count 1100, yosys cell count 2172, status complete, no violations, Sw Share 0.229, FFs w/ async S/R, synth 0.0339, Relative slew margins 0.216, Peak VDD IR 0.000368 V, Final Util 0.261, CP arrival 2.68 ns, clock network fraction of total power 0.461, largest stage delay on the critical path 0.71 ns, Sum Neg Setup Slack 0 ns, most numerous logic cell after layout clkdlybuf4s50_1, CTS tree built, detailed-placement wirelength estimate 194000 µm, post-synthesis chip area from yosys 40500 µm², P_sw 5.15 mW, initial antenna violation count 12, Final setup viols 0, Final Hold Vio Count 0, CP Capture Type output pin, worst hold-check slack 0.103 ns, Die W 505 µm, All-Layer GR Usage 0.201, number of remaining DRC errors 0, number of enable flip-flop cells 1024, Placer Congestion 0.957, internal power 17.3 mW, Unique cell types 30, hold_buf cts 0, Warnings, synthesis 2, CTS Sinks 1063, Rows 177, Worst Max-Slew Pin Slew 1.16 ns, CTS resizes 0, via count 28.4k, drt pass-1 iters 5, crit path max fanout 10, Max Cap Viol 0, chip height 505 µm, final WL 257000 µm, Comb power frac 0.045, HP Class input port to async pin, pre-CTS WS -0.0298 ns, Top delay family on crit path buffers and inverters, biggest area cells edfxtp_1 76%, mux2i_1 13%, o22ai_1 4.0%, dfrtp_1 2.2%, buf_2 1.2%, RSZ-0062 raised after global routing no, DR WL/cell 38.5 µm, Syn Inst Count 2172, Boundary Pins 1102, Reg clk slew, reported paths 0.06 ns, layout cells sized above 1 0.118, Post-synth seq share 0.784, Post-Syn Area 40500 µm², critical-path cell list clkdlybuf4s50_1 -> nor2_1 -> nand3b_1 -> nor4_1 -> nor2_1 -> clkdlybuf4s50_1, Leak 20.9 nW, Worst Skew 0.0362 ns, DR iter-0 viols 2077, total die size 255000 µm², Startpoint Class input port, Core Area 233000 µm², Buf+Inv Stages, Crit Path 2, Non-Filler Instances 6687, leading area contributor after synthesis edfxtp_1, Area growth syn-to-layout 50.8%
[worst register-to-register path: cells and delay by family (launching register included)]
family | cells | cell delay (ns)
flops | 1 | 0.36
buf+inv | 2 | 0.67
simple gates | 4 | 1.37
[Yosys cell counts, types with 3 or more instances]
library cell and n:
buf_4 8, mux2i_1 512, o22ai_1 256, nand4bb_1 6, a22o_1 32, clkbuf_1 13, edfxtp_1 1024, nand2_1 39
nor3_1 5, buf_2 97, nand3b_1 5, buf_6 14, nor4_1 65, nor2_1 34, dfrtp_1 35, nand4b_1 4
dfxtp_1 3
[sequential cells by signal, indices dropped and copies added (netlist names)]
| name | flops |
|---|---|
| register_bank | 1024 |
| prdata | 32 |
| apb_st | 3 |
| sync_send_reg_bank_u.in_dl | 2 |
| send_reg_bank | 1 |
| send_reg_bank_clk_core_dl | 1 |
[kinds of logic after synthesis]
logic type,count (synthesis),share of synthesized area
AOI/OAI and AO/OA,291,0.0469
buffers and inverters,134,0.0188
DFF,1063,0.784
muxes,512,0.127
and+or+nand+nor,172,0.0237
[metal layers]
layer | share of wire | GRT usage
met5 | 0.00027 | 0.00206
met4 | 0.043 | 0.0645
met3 | 0.16 | 0.141
met2 | 0.47 | 0.322
met1 | 0.33 | 0.208
[layout make-up]
class / count / area (µm²)
clock buffers: 144 / 3200
diodes: 10 / 25.0
repair buffers: 1279 / 12900
flip-flops and latches: 1063 / 31700
fillers: 23608 / 172000
multi-input cells: 975 / 8380
well taps: 3132 / 3920
inverters: 2 / 7.51
clock inverters: 82 / 847
[worst paths after layout]
| check | cells after the start | to | startpoint | slack (ns) |
|---|---|---|---|---|
| worst max-delay path | 6 | pready | paddr[4] | 0.84 |
| worst min-delay path | 1 | prdata[21] | rst_n | 0.10 |
| worst max register to register | 6 | register_bank[7][9] | apb_st[2] | 1.67 |
| worst min register to register | 0 | sync_send_reg_bank_u.in_dl[1] | sync_send_reg_bank_u.in_dl[0] | 0.33 |
| max in group asynchronous | 2 | prdata[1] | rst_n | 3.31 |
| max in group clk1 | 0 | sync_send_reg_bank_u.in_dl[0] | send_reg_bank | 3.36 |
| min in group clk1 | 0 | sync_send_reg_bank_u.in_dl[1] | sync_send_reg_bank_u.in_dl[0] | 0.33 |
| min in group clk0 | 2 | apb_st[0] | apb_st[1] | 0.48 |
[power groups by stage]
stage	clock network (mW)	registers [mW]	logic (mW)
after CTS	10.6	11.1	1.04
after global routing	10.9	11.1	1.08
final	10.4	11.1	1.02
[per-stage QoR]
stage / power [mW] / cell area (µm²)
finish: 22.5 / 61000
global route: 23.1 / 61000
CTS: 22.7 / 61000
global placement: 12.3 / 56900
detailed placement: 12.3 / 56900
floorplan: 11.7 / 40500
Power and IR drop assume default switching activity.
