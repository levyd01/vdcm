[flow/config.mk]
export PLATFORM = sky130hd
export DESIGN_NAME = masterQp2qp
export DESIGN_NICKNAME = masterQp2qp
export VERILOG_FILES = /design/flow/design.v
export SDC_FILE = /design/flow/constraint.sdc
export NUM_CORES = 4
export LEC_CHECK = 1
export CORE_UTILIZATION = 40
[flow/constraint.sdc]
current_design masterQp2qp

set clk_period 5.0
set clk_io_pct 0.2

create_clock -name clk0 -period $clk_period

set non_clock_inputs [all_inputs -no_clocks]
set_input_delay [expr $clk_period * $clk_io_pct] -clock clk0 $non_clock_inputs
set_output_delay [expr $clk_period * $clk_io_pct] -clock clk0 [all_outputs]
[flow/design.v]
module masterQp2qp
(
  input wire [1:0] bits_per_component_coded,
  input wire [1:0] csc,  
  input wire [1:0] version_minor,
  input wire signed [7:0] masterQp,
  input wire masterQp_valid,
  output wire [3*7-1:0] qp_p,
  output wire qp_valid
);
wire [6:0] qStepChroma [56:0];
assign qStepChroma[0 ] = 7'd16;
assign qStepChroma[1 ] = 7'd17;
assign qStepChroma[2 ] = 7'd18;
assign qStepChroma[3 ] = 7'd20; 
assign qStepChroma[4 ] = 7'd21; 
assign qStepChroma[5 ] = 7'd22; 
assign qStepChroma[6 ] = 7'd23; 
assign qStepChroma[7 ] = 7'd24; 
assign qStepChroma[8 ] = 7'd26; 
assign qStepChroma[9 ] = 7'd27; 
assign qStepChroma[10] = 7'd28; 
assign qStepChroma[11] = 7'd29; 
assign qStepChroma[12] = 7'd30; 
assign qStepChroma[13] = 7'd31; 
assign qStepChroma[14] = 7'd33; 
assign qStepChroma[15] = 7'd34; 
assign qStepChroma[16] = 7'd35; 
assign qStepChroma[17] = 7'd37; 
assign qStepChroma[18] = 7'd38; 
assign qStepChroma[19] = 7'd39; 
assign qStepChroma[20] = 7'd40; 
assign qStepChroma[21] = 7'd41; 
assign qStepChroma[22] = 7'd43; 
assign qStepChroma[23] = 7'd44; 
assign qStepChroma[24] = 7'd45; 
assign qStepChroma[25] = 7'd46; 
assign qStepChroma[26] = 7'd47; 
assign qStepChroma[27] = 7'd48; 
assign qStepChroma[28] = 7'd50; 
assign qStepChroma[29] = 7'd51; 
assign qStepChroma[30] = 7'd52; 
assign qStepChroma[31] = 7'd53; 
assign qStepChroma[32] = 7'd54; 
assign qStepChroma[33] = 7'd56; 
assign qStepChroma[34] = 7'd57; 
assign qStepChroma[35] = 7'd58; 
assign qStepChroma[36] = 7'd59; 
assign qStepChroma[37] = 7'd60; 
assign qStepChroma[38] = 7'd62; 
assign qStepChroma[39] = 7'd63; 
assign qStepChroma[40] = 7'd64; 
assign qStepChroma[41] = 7'd65; 
assign qStepChroma[42] = 7'd66; 
assign qStepChroma[43] = 7'd67; 
assign qStepChroma[44] = 7'd68; 
assign qStepChroma[45] = 7'd70; 
assign qStepChroma[46] = 7'd71; 
assign qStepChroma[47] = 7'd72; 
assign qStepChroma[48] = 7'd72; 
assign qStepChroma[49] = 7'd72; 
assign qStepChroma[50] = 7'd72; 
assign qStepChroma[51] = 7'd72; 
assign qStepChroma[52] = 7'd72; 
assign qStepChroma[53] = 7'd72; 
assign qStepChroma[54] = 7'd72; 
assign qStepChroma[55] = 7'd72; 
assign qStepChroma[56] = 7'd72;
wire [6:0] qStepCo [56:0];
assign qStepCo[0 ] = 7'd24; 
assign qStepCo[1 ] = 7'd25; 
assign qStepCo[2 ] = 7'd26; 
assign qStepCo[3 ] = 7'd27; 
assign qStepCo[4 ] = 7'd29; 
assign qStepCo[5 ] = 7'd30; 
assign qStepCo[6 ] = 7'd31; 
assign qStepCo[7 ] = 7'd33; 
assign qStepCo[8 ] = 7'd34; 
assign qStepCo[9 ] = 7'd35; 
assign qStepCo[10] = 7'd37; 
assign qStepCo[11] = 7'd38; 
assign qStepCo[12] = 7'd39; 
assign qStepCo[13] = 7'd40; 
assign qStepCo[14] = 7'd42; 
assign qStepCo[15] = 7'd43; 
assign qStepCo[16] = 7'd44; 
assign qStepCo[17] = 7'd46; 
assign qStepCo[18] = 7'd47; 
assign qStepCo[19] = 7'd48; 
assign qStepCo[20] = 7'd50; 
assign qStepCo[21] = 7'd51; 
assign qStepCo[22] = 7'd52; 
assign qStepCo[23] = 7'd53; 
assign qStepCo[24] = 7'd55; 
assign qStepCo[25] = 7'd56; 
assign qStepCo[26] = 7'd57; 
assign qStepCo[27] = 7'd59; 
assign qStepCo[28] = 7'd60; 
assign qStepCo[29] = 7'd61; 
assign qStepCo[30] = 7'd63; 
assign qStepCo[31] = 7'd64; 
assign qStepCo[32] = 7'd65; 
assign qStepCo[33] = 7'd66; 
assign qStepCo[34] = 7'd68; 
assign qStepCo[35] = 7'd69; 
assign qStepCo[36] = 7'd70; 
assign qStepCo[37] = 7'd72; 
assign qStepCo[38] = 7'd72; 
assign qStepCo[39] = 7'd72; 
assign qStepCo[40] = 7'd72; 
assign qStepCo[41] = 7'd72; 
assign qStepCo[42] = 7'd72; 
assign qStepCo[43] = 7'd72; 
assign qStepCo[44] = 7'd72; 
assign qStepCo[45] = 7'd72; 
assign qStepCo[46] = 7'd72; 
assign qStepCo[47] = 7'd72; 
assign qStepCo[48] = 7'd72; 
assign qStepCo[49] = 7'd72; 
assign qStepCo[50] = 7'd72; 
assign qStepCo[51] = 7'd72; 
assign qStepCo[52] = 7'd72; 
assign qStepCo[53] = 7'd72; 
assign qStepCo[54] = 7'd72; 
assign qStepCo[55] = 7'd72; 
assign qStepCo[56] = 7'd72;
wire [6:0] qStepCg [56:0];
assign qStepCg[0 ] = 7'd24; 
assign qStepCg[1 ] = 7'd25; 
assign qStepCg[2 ] = 7'd26; 
assign qStepCg[3 ] = 7'd27; 
assign qStepCg[4 ] = 7'd28; 
assign qStepCg[5 ] = 7'd29; 
assign qStepCg[6 ] = 7'd30; 
assign qStepCg[7 ] = 7'd31; 
assign qStepCg[8 ] = 7'd32; 
assign qStepCg[9 ] = 7'd33; 
assign qStepCg[10] = 7'd34; 
assign qStepCg[11] = 7'd35; 
assign qStepCg[12] = 7'd36; 
assign qStepCg[13] = 7'd37; 
assign qStepCg[14] = 7'd38; 
assign qStepCg[15] = 7'd39; 
assign qStepCg[16] = 7'd40; 
assign qStepCg[17] = 7'd41; 
assign qStepCg[18] = 7'd42; 
assign qStepCg[19] = 7'd43; 
assign qStepCg[20] = 7'd45; 
assign qStepCg[21] = 7'd46; 
assign qStepCg[22] = 7'd47; 
assign qStepCg[23] = 7'd48; 
assign qStepCg[24] = 7'd49; 
assign qStepCg[25] = 7'd50; 
assign qStepCg[26] = 7'd51; 
assign qStepCg[27] = 7'd52; 
assign qStepCg[28] = 7'd53; 
assign qStepCg[29] = 7'd54; 
assign qStepCg[30] = 7'd55; 
assign qStepCg[31] = 7'd56; 
assign qStepCg[32] = 7'd57; 
assign qStepCg[33] = 7'd58; 
assign qStepCg[34] = 7'd59; 
assign qStepCg[35] = 7'd60; 
assign qStepCg[36] = 7'd61; 
assign qStepCg[37] = 7'd62; 
assign qStepCg[38] = 7'd63; 
assign qStepCg[39] = 7'd64; 
assign qStepCg[40] = 7'd66; 
assign qStepCg[41] = 7'd67; 
assign qStepCg[42] = 7'd68; 
assign qStepCg[43] = 7'd69; 
assign qStepCg[44] = 7'd70; 
assign qStepCg[45] = 7'd71; 
assign qStepCg[46] = 7'd72; 
assign qStepCg[47] = 7'd72; 
assign qStepCg[48] = 7'd72; 
assign qStepCg[49] = 7'd72; 
assign qStepCg[50] = 7'd72; 
assign qStepCg[51] = 7'd72; 
assign qStepCg[52] = 7'd72; 
assign qStepCg[53] = 7'd72; 
assign qStepCg[54] = 7'd72; 
assign qStepCg[55] = 7'd72; 
assign qStepCg[56] = 7'd72;
integer c;
reg signed [7:0] tempQp [2:0];
always @ (*)
  for (c=0; c<3; c=c+1)
    case (csc)
      2'd0: tempQp[c] = masterQp;
      2'd2:
        if (masterQp < 8'sd16)
          tempQp[c] = masterQp;
        else
          tempQp[c] = ((c == 0) ? masterQp : qStepChroma[masterQp - 8'sd16]);
      2'd1:
        if (masterQp < 8'sd16)
          tempQp[c] = ((c == 0) ? masterQp : (masterQp + 8'sd8));
        else
          tempQp[c] = ((c == 0) ? masterQp : (c == 1) ? $signed({1'b0, qStepCo[masterQp - 8'sd16]}) : $signed({1'b0, qStepCg[masterQp - 8'sd16]}));
      default: tempQp[c] = masterQp;
    endcase
reg [5:0] qpAdj;
reg signed [5:0] minQp;
always @ (*)
  case (bits_per_component_coded)
    2'd0: begin qpAdj = 6'd0;  minQp = 6'sd16;  end
    2'd1: begin qpAdj = 6'd16; minQp = 6'sd0;   end
    2'd2: begin qpAdj = 6'd32; minQp = -6'sd16; end
    default: begin qpAdj = 6'd0;  minQp = 6'sd16;  end
  endcase
reg too_big;
reg too_small;
reg signed [7:0] modQp [2:0];
always @ (*)
  for (c=0; c<3; c=c+1) begin
    too_big = (tempQp[c] > 8'sd72);
    too_small = (tempQp[c] < minQp);
    case({too_big, ~(too_big|too_small), too_small})
      3'b100: modQp[c] = $signed({1'b0, 8'd72 + qpAdj});
      3'b010: modQp[c] = tempQp[c] + $signed({1'b0, qpAdj});
      3'b001: modQp[c] = minQp + $signed({1'b0, qpAdj});
      default: modQp[c] = $signed({1'b0, 8'd72 + qpAdj});
    endcase
  end
assign qp_valid = masterQp_valid;
genvar gi;
generate
  for (gi=0; gi<3; gi=gi+1) begin : pack_output
    assign qp_p[gi*7+:7] = modQp[gi][6:0];
  end
endgenerate
endmodule
[flow/run.sh]
#!/bin/bash
# OpenROAD 26Q1-2900-gdf79404cd8, Yosys 0.63+post, stock flow scripts
make -C /OpenROAD-flow-scripts/flow DESIGN_CONFIG=/design/flow/config.mk WORK_HOME=/design/flow/orfs finish
==> flow_summary_export.csv <==
group,metric,value,unit
placed_design,post-place-ws,-0.339,ns
floorplan,core,6790,sq um
detailed_routing,antenna_left,0,
sta,max_freq,0.203,GHz
flow_run,drv_cap,0,
placed_design,dp_cells,633,
final_layout,n_clock_buffer,0,
critical_path,critPathRequiredTime,4.00,ns
sta,whs,2.00,ns
critical_path,path_class,"in -> out",
final_layout,flop-count,0,
detailed_routing,drc,0,
final_layout,regArea,0,sq um
detailed_routing,dr.first_iter.drc_count,293,
sta,setup_violations,0,
detailed_routing,num_vias,3900,
synth,syn-mean-instance-area,6.80,sq um
synth,synth_area,2830,sq um
global_routing,gr-total-overflow,0,
detailed_routing,routedWlPerCell,17.6,microns
sta,finalHoldViolCount,0,
power_and_ir_drop,power,534,uW
final_layout,fin_cells,646,
power_and_ir_drop,peakVddDrop,0.0809,mV
synth,yosysChipArea,2830,sq um
synth,top_cells_by_area,"ha_1 (7.5%), nor2_1 (4.4%), a21oi_1 (4.2%), nand2b_1 (4.0%), o21ai_0 (3.9%)",
global_routing,grt_max_degree,26,
sta,setup_ws,0.0815,ns
power_and_ir_drop,powerDensity,124,nW/um^2
synth,top_cells_by_count,"nor2_1 (33), nand2_1 (25), a21oi_1 (24)",
critical_path,critPathLaunchType,"primary input",
detailed_routing,antenna_cells,0,
detailed_routing,wl,11.4,mm
final_layout,fin_area,4310,sq um
placed_design,place_area,4020,sq um
status,outcome,"complete, no violations",
placed_design,portBuffers,33,
sta,tns,0,ns
placed_design,gp_congestion,1.03,
detailed_routing,viasPerCell,6.04,
floorplan,placementRows,30,
worst_hold_path,hold_class,"in -> out",
synth,ys_cells,416,
global_routing,grt_pass1_wl,18.3,mm
synth,yosysTopAreaCell,"ha_1",
synth,syn_inst,416,
sta,tightest_slew,0.490,ns
sta,drv_slew,0,
final_layout,drive_gt1_share,35.6,%
sta,slew_headroom,67.3,%
synth,synth_seq_share,0,%
critical_path,critPathMaxFanout,6,
critical_path,end_kind,"output pin",
floorplan,die_x,86.1,microns
sta,finalClockPeriodUsage,98.4,%
floorplan,initCoreUtil,41.6,%
global_routing,antenna_found_initial,0,
floorplan,chip_area,7410,sq um
synth,yosysWarnings,3,
global_routing,grt_use_total,31.5,%
detailed_routing,first_pass_iters,5,
global_routing,grt_pass1_vias,3536,
final_layout,final_util,63.4,%
power_and_ir_drop,leakagePower,1.87,nW
flow_run,warning_count,38,
critical_path,cp.arrival,3.92,ns
synth,most_common_cell,"nor2_1",
placed_design,hpwl,8.93,mm
final_layout,area_growth_syn_to_layout,52.3,%
floorplan,io_pins,37,
sta,finalCriticalPeriod,4.92,ns
floorplan,die_h,86.1,microns
synth,ys_types,79,
synth,top_cell_area_share,7.52,%
[final timing paths]
kind / start / to / slack (ns) / depth (start not counted)
max: masterQp[1] / qp_p[19] / 0.08 / 13
min: masterQp_valid / qp_valid / 2.00 / 0
[layout by cell type (no fill, tap or decap), types with 4 or more instances in the layout]
cell type	netlist	final
a211oi_1	8	5
o21a_1	7	7
o21ai_1	3	5
clkdlybuf4s50_1	0	22
a31oi_1	7	5
inv_1	15	14
nand3_1	17	16
or3_1	6	6
nor2b_1	13	12
buf_4	10	134
nor3_1	9	8
a21oi_1	24	22
nand2_1	25	25
buf_6	8	6
a21o_1	6	6
ha_1	17	16
o211ai_1	7	7
clkbuf_2	0	5
nor2_1	33	32
buf_12	0	4
xnor2_1	4	4
o22ai_1	9	9
a211o_1	6	6
o31ai_1	9	9
and3_1	4	4
mux2i_1	5	5
nand2b_1	18	17
o221ai_1	5	5
o21ai_0	22	20
o2111ai_1	4	4
and2_1	6	5
[where the power goes]
part           internal (mW)  switching [mW]
logic                  0.287           0.247
registers                  0               0
clock network              0               0
total                  0.287           0.247
[worst max-delay path, stage by stage]
cell and delay, ns:
dlygate4sd2_1 0.28, or3_4 0.39, a211o_1 0.31, o311a_1 0.15
o21a_1 0.20, nor2_2 0.15, ha_1 0.24, o21a_1 0.10
o31ai_1 0.24, buf_4 0.18, nor2_1 0.04, mux2_4 0.24
clkdlybuf4s50_1 0.39
[repair_timing]
item                                    4_1_cts  5_1_grt
hold buffers                                  0        0
gates cloned                                  0        1
setup buffers                                 4        8
resized                                      24       39
endpoints found under the setup margin       14       12
pin swaps                                     8       12
[per-layer routing]
| metal | wire length (microns) | track usage [%] | part of all wire, % | vias to the layer above |
|---|---|---|---|---|
| met5 | 0 | 0 | 0 | - |
| li1 | - | - | - | 1864 |
| met1 | 5080 | 45.7 | 45 | 1807 |
| met3 | 735 | 2.15 | 6.5 | 40 |
| met2 | 5050 | 49.3 | 45 | 189 |
| met4 | 485 | 12.0 | 4.3 | 0 |
[cell families after synthesis]
kind of cell / count (synthesis) / synth area share [%]
mux: 7 / 2.70
compound gates: 161 / 42.2
buf+inv: 61 / 12.2
fa+ha+maj: 20 / 9.64
xor+xnor: 6 / 1.86
simple gates: 161 / 31.4
[layout make-up]
cell class,instances,area (sq um)
Multi-Input combinational cell,355,2660
Fill cell,595,2480
Timing Repair Buffer,178,1460
Tap cell,96,120
Inverter,17,63.8
No activity file was given, so power comes from the tool's default toggle rates.
