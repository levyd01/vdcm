===== ./run.sh =====
#!/bin/bash
# OpenROAD 26Q1-2900-gdf79404cd8, Yosys 0.63+post, stock flow scripts
make -C /OpenROAD-flow-scripts/flow DESIGN_CONFIG=/design/flow/config.mk WORK_HOME=/design/flow/orfs finish

===== ./design.v =====
`default_nettype none
module decoder_csc
#(
  parameter MAX_SLICE_WIDTH         = 2560,
  parameter MAX_SLICE_HEIGHT        = 2560
)
(
  input wire clk,
  input wire rst_n,
  input wire flush,
  input wire [1:0] csc,  
  input wire [$clog2(MAX_SLICE_WIDTH)-1:0] slice_width,
  input wire [12:0] maxPoint,
  input wire pReconBlk_valid,
  input wire [2*8*3*14-1:0] pReconBlk_p,
  output reg cscBlk_valid,
  output wire [2*8*3*14-1:0] cscBlk_p
);
genvar cpi, gc, gr;
wire signed [13:0] pReconBlk [2:0][1:0][7:0];
generate
  for (cpi=0; cpi<3; cpi=cpi+1) begin : gen_pReconBlk_cpi
    for (gr=0; gr<2; gr=gr+1) begin : gen_pReconBlk_gr
      for (gc=0; gc<8; gc=gc+1) begin : gen_pReconBlk_gc  
        assign pReconBlk[cpi][gr][gc] = pReconBlk_p[(cpi*16+gr*8+gc)*14+:14];
      end
    end
  end
endgenerate
wire signed [13:0] src_y [1:0][7:0];
wire signed [13:0] src_co [1:0][7:0];
wire signed [13:0] src_cg [1:0][7:0];
generate
  for (gr=0; gr<2; gr=gr+1) begin : gen_src_y_r
    for (gc=0; gc<8; gc=gc+1) begin : gen_src_y_c
      assign src_y[gr][gc] =  pReconBlk[0][gr][gc];
      assign src_co[gr][gc] = pReconBlk[1][gr][gc];
      assign src_cg[gr][gc] = pReconBlk[2][gr][gc];
    end
  end
endgenerate
wire [11:0] dst_r [1:0][7:0];
wire [11:0] dst_g [1:0][7:0];
wire [11:0] dst_b [1:0][7:0];
generate
  for (gr=0; gr<2; gr=gr+1) begin : gen_conv_to_rgb_row
    for (gc=0; gc<8; gc=gc+1) begin : gen_conv_to_rgb_col
      ycocg2rgb ycocg2rgb_u
      (
        .maxPoint         (maxPoint),
        .src_y            (src_y[gr][gc]),
        .src_co           (src_co[gr][gc]),
        .src_cg           (src_cg[gr][gc]),
        .dst_r            (dst_r[gr][gc]),
        .dst_g            (dst_g[gr][gc]),
        .dst_b            (dst_b[gr][gc])
      );
    end
  end
endgenerate
integer cp, ci, ri;
reg [13:0] rgb_reg [2:0][1:0][7:0];
always @ (posedge clk)
  if (pReconBlk_valid)
    for (cp=0; cp<3; cp=cp+1)
      for (ri=0; ri<2; ri=ri+1)
        for (ci=0; ci<8; ci=ci+1)
          case(cp)
            2'd0: rgb_reg[0][ri][ci] <= (csc == 2'd1) ? {2'b0, dst_r[ri][ci]} : pReconBlk[0][ri][ci];
            2'd1: rgb_reg[1][ri][ci] <= (csc == 2'd1) ? {2'b0, dst_g[ri][ci]} : pReconBlk[1][ri][ci];
            2'd2: rgb_reg[2][ri][ci] <= (csc == 2'd1) ? {2'b0, dst_b[ri][ci]} : pReconBlk[2][ri][ci];
          endcase
always @ (posedge clk or negedge rst_n)
  if (~rst_n)
    cscBlk_valid <= 1'b0;
  else
    cscBlk_valid <= pReconBlk_valid;
generate
  for (cpi=0; cpi<3; cpi=cpi+1) begin : gen_cscBlk_p_cpi
    for (gr=0; gr<2; gr=gr+1) begin : gen_cscBlk_p_gr
      for (gc=0; gc<8; gc=gc+1) begin : gen_cscBlk_p_gc
        assign cscBlk_p[(cpi*16+gr*8+gc)*14+:14] = rgb_reg[cpi][gr][gc];
      end
    end
  end
endgenerate
endmodule
module ycocg2rgb
(
  input wire [12:0] maxPoint,
  input wire signed [13:0] src_y,
  input wire signed [13:0] src_co,
  input wire signed [13:0] src_cg,
  output reg [11:0] dst_r,
  output reg [11:0] dst_g,
  output reg [11:0] dst_b
);
reg signed [13:0] temp;
reg signed [13:0] R, G, B;
always @ (*) begin
  temp = src_y - (src_cg >>> 1);
  G = src_cg + temp;
  B = temp - (src_co >>> 1);
  R = B + src_co;
  case (maxPoint)
    12'd255:
      begin
        if (G[13]) dst_g = 12'd0; else if (|G[12:8]) dst_g = 12'd255; else dst_g = G[11:0];
        if (B[13]) dst_b = 12'd0; else if (|B[12:8]) dst_b = 12'd255; else dst_b = B[11:0];
        if (R[13]) dst_r = 12'd0; else if (|R[12:8]) dst_r = 12'd255; else dst_r = R[11:0];
      end
    12'd1023:
      begin
        if (G[13]) dst_g = 12'd0; else if (|G[12:10]) dst_g = 12'd1023; else dst_g = G[11:0];
        if (B[13]) dst_b = 12'd0; else if (|B[12:10]) dst_b = 12'd1023; else dst_b = B[11:0];
        if (R[13]) dst_r = 12'd0; else if (|R[12:10]) dst_r = 12'd1023; else dst_r = R[11:0];
      end
    12'd4095:
      begin
        if (G[13]) dst_g = 12'd0; else if (G[12]) dst_g = 12'd4095; else dst_g = G[11:0];
        if (B[13]) dst_b = 12'd0; else if (B[12]) dst_b = 12'd4095; else dst_b = B[11:0];
        if (R[13]) dst_r = 12'd0; else if (R[12]) dst_r = 12'd4095; else dst_r = R[11:0];
      end
    default:
      begin
        dst_g = 12'd0;
        dst_b = 12'd0;
        dst_r = 12'd0;
      end
  endcase
end
endmodule

===== ./constraint.sdc =====
current_design decoder_csc

set clk_period 1.0
set clk_io_pct 0.2

create_clock -name clk0 -period $clk_period [get_ports {clk}]

set non_clock_inputs [all_inputs -no_clocks]
set_input_delay [expr $clk_period * $clk_io_pct] -clock clk0 $non_clock_inputs
set_output_delay [expr $clk_period * $clk_io_pct] -clock clk0 [all_outputs]

===== ./config.mk =====
export PLATFORM = sky130hd
export DESIGN_NAME = decoder_csc
export DESIGN_NICKNAME = decoder_csc
export VERILOG_FILES = /design/flow/design.v
export SDC_FILE = /design/flow/constraint.sdc
export NUM_CORES = 4
export LEC_CHECK = 1
export CORE_AREA = 10 10 823 823
export DIE_AREA = 0 0 833 833

==> ci_impl_report.md <==
### Metrics collected by this job

| Metric | Value |
|---|---|
| FMAX | `218.4 MHz` |
| 1st-pass router iterations | `6` |
| Critical path class | `input port to flip-flop` |
| CTS Buf Count | `96` |
| Worst IR drop on VDD | `1.647 mV` |
| Post-synth regs | `673` |
| Hpwl dp | `between 400000 and 500000 um` |
| EDFF count, synth | `around 670` |
| Max reg flops | `672` |
| Fa+ha+maj area frac | `0.1683` |
| RSZ-0062 raised after global routing | `true` |
| Synth warn | `4` |
| Tool warnings | `43` |
| Pins Over Slew Limit | `0` |
| Grt ovf | `0` |
| Top Ports | `between 1000 and 1500` |
| FP Rows | `298` |
| Seq/Total Area, Yosys | `0.2908` |
| Placer Congestion | `0.9772` |
| Post-synth ARST share | `0.001486` |
| Synth Area per Inst | `8.676 um^2` |
| Number of clock sinks | `673` |
| Chip Area, Yosys | `~69000 um^2` |
| Pre-CTS WS | `-5243 ps` |
| Final setup viols | `1898` |
| Fp_density | `0.1054` |
| CTS tree | `done` |
| Worst EP arrival | `5210 ps` |
| Multiplexer share | `0.003188` |
| Port Buffers | `1362` |
| DRT iter0 DRCs | `4866` |
| Tcrit/Tclk final | `4.578` |
| Main synth FF type | `edfxtp_1` |
| Chip area | `693900 um^2` |
| H-tree levels | `3` |
| Die H | `833 um` |
| Mapped Cells | `8007` |
| Simple Share, Synth | `0.1508` |
| Vias | `roughly 84000` |
| Clock buffer depth | `4` |
| CTS clk-pin slew, worst paths | `60 ps` |
| Ys cells | `8007` |
| Rel. slew slack | `0.4682` |
| Post-route ant nets | `0` |
| Worst slew pin tran | `~800 ps` |
| Mapped Area | `69470 um^2` |
| Share of cells above drive strength 1 | `0.4374` |
| Wire per inst | `about 23 um` |
| Initial antenna violation count | `241` |
| AO/OA Area Share | `0.2493` |
| Number of global-route vias before repair | `between 80000 and 90000` |
| MaxCap Viol Count | `0` |
| Worst EP required | `1630 ps` |
| GR Util All Layers | `0.1449` |
| Root buffer cell | `clkbuf_16` |
| Die Span X | `833 um` |
| Fin crit period | `4578 ps` |
| Placed instance count | `21360` |
| Netlist cell types | `about 110` |
| Setup crit start kind | `input port` |
| Worst hold start | `pReconBlk_p[603]` |
| XOR/XNOR share of the synthesized area | `0.09153` |
| Worst hold path type | `input port to flip-flop` |
| Residual DRC | `0` |
| Fin cells | `approximately 22000` |
| Leakage | `60.74 nW` |
| Largest net degree at the start of global routing | `approximately 68` |
| Failing checks | `negative setup slack` |
| Final hold violations | `0` |
| Critical path launch point | `pReconBlk_p[617]` |
| First-pass GRT wire length | `682100 um` |
| CP endpoint kind | `flip-flop` |
| Core ar. | `658800 um^2` |
| PnR worst setup slack | `-3578 ps` |
| Area grow syn2layout | `104.6%` |
| Critical Path Fanout Max | `8` |
| Vias/cell | `between 3 and 4` |
| PD cells | `1798 nW/um^2` |
| Synth logic family | `AND-OR/OR-AND gates` |
| Outcome | `finished with violations` |
| Routed Wire Length | `about 520000 um` |
## cells by family after synthesis
| family | count (synthesis) |
|---|---|
| compound gates | 2610 |
| xor+xnor | 703 |
| fa+ha+maj | 896 |
| buf+inv | 842 |
| flops | 673 |
| mux | 21 |
| simple gates | 2262 |
## stage by stage
step                      hold WS, ps  utilization  instance area [um^2]  total power [mW]   TNS, ps
final                          0.9982       0.2158                142200             255.6  -2348750
after global routing           -72.72       0.2157                142100             272.8  -2470610
after CTS                      -7.016       0.2046                134800             240.4  -2405600
after detailed placement        354.3       0.1893                124700             187.7  -2835820
after global placement          354.7       0.1893                124700             187.9  -2845050
after floorplan                -95.59            -                 72040             109.6  -1762390
## final timing paths
| path | endpoint | cells after the start |
|---|---|---|
| worst min-delay path | rgb_reg[4][0]$_DFFE_PP_ | 4 |
| worst max-delay path | rgb_reg[35][0]$_DFFE_PP_ | 28 |
| max in group asynchronous | cscBlk_valid$_DFF_PN0_ | 3 |
| min in group asynchronous | cscBlk_valid$_DFF_PN0_ | 3 |
## repair_timing
item	in CTS	in global routing
setup endpoints to repair	1336	1806
hold buffers	112	69
endpoints found under the hold margin	231	72
buffers inserted	276	178
gates cloned	1	5
pin swaps	632	790
gates resized	1184	1188
## critical path, stage by stage
cell      delay (ps)
buf_8            120
ha_4             170
fa_2             390
nor2b_4          150
o21ai_4           70
a21boi_4         150
o21ai_2          100
a21boi_2         140
buf_4            130
nor2_2            40
ha_2             180
or3_4            390
buf_6            130
o21ai_4          140
nor2b_4          180
xnor2_2          140
ha_1             300
a21o_1           220
a21oi_4          170
a21boi_2          80
or4_4            500
buf_6            140
a31oi_4          160
o32a_1           250
o32ai_4          120
buf_12           170
a21boi_2         140
o22ai_1          140
## placed cells by master (no fill, tap or decap), types with 156 or more instances in the layout
cell type        instances
ha_4                   184
edfxtp_1               672
o21ai_0                270
buf_12                 241
inv_1                  578
buf_4                 3570
diode_2                156
nand2_1                587
xor2_1                 180
nor2_1                 593
dlygate4sd3_1          186
buf_6                  157
ha_1                   628
a21oi_2                182
a21o_1                 201
xnor2_1                320
a21oi_1                429
clkdlybuf4s50_1       1076
## power breakdown
group | internal, mW | leakage, nW | total, mW | switching [mW]
clock network | 20.2 | 1.52 | 36.3 | 16.1
logic | 98.7 | 52.7 | 184 | 85.0
registers | 34.1 | 6.53 | 35.5 | 1.44
total | 153 | 60.7 | 256 | 103
## synth_stat cells, types with 18 or more instances
| cell | number | area [um^2] |
|---|---|---|
| a21oi_1 | 647 | 3238 |
| o32ai_1 | 19 | 166.4 |
| o31a_1 | 22 | 192.7 |
| o21bai_1 | 65 | 488.0 |
| a22oi_1 | 98 | 735.7 |
| xnor2_1 | 450 | 3941 |
| a22o_1 | 42 | 367.9 |
| a21boi_0 | 37 | 277.8 |
| nand3_1 | 153 | 765.7 |
| a211oi_1 | 86 | 645.6 |
| or3_1 | 61 | 381.6 |
| nor3_1 | 146 | 730.7 |
| a31oi_1 | 60 | 375.4 |
| o2111ai_1 | 18 | 157.7 |
| o31ai_1 | 56 | 420.4 |
| nor2b_1 | 124 | 775.7 |
| and2_1 | 64 | 400.4 |
| clkbuf_1 | 153 | 574.3 |
| a221o_1 | 77 | 770.7 |
| a21o_1 | 202 | 1516 |
| or2_2 | 25 | 156.4 |
| o211ai_1 | 70 | 525.5 |
| edfxtp_1 | 672 | 20180 |
| and3_1 | 59 | 369.1 |
| nor4_1 | 21 | 131.4 |
| nand2b_1 | 96 | 600.6 |
| buf_2 | 24 | 120.1 |
| o22ai_1 | 154 | 963.4 |
| nor2_1 | 716 | 2688 |
| ha_1 | 832 | 10410 |
| nand2_1 | 672 | 2522 |
| o21ai_1 | 62 | 310.3 |
| xor2_1 | 236 | 2067 |
| o41ai_1 | 27 | 236.5 |
| o21a_1 | 134 | 1006 |
| fa_1 | 64 | 1281 |
| o21ai_0 | 486 | 2432 |
| nand4_1 | 41 | 256.5 |
| inv_1 | 648 | 2432 |
| a211o_1 | 24 | 210.2 |
## cell type report
class	instances	area (um^2)
Timing Repair Buffer	5411	47720
Multi-Input combinational cell	6496	57130
Antenna cell	156	390.4
Inverter	648	2675
Tap cell	8700	10890
Clock buffer	103	2429
Sequential cell	673	20200
Fill cell	70360	516700
Clock inverter	67	739.5
## per-layer routing
layer,part of all wire,wire length [um],GRT usage,vias to the layer above
li1,-,-,-,40520
met1,0.41,211100,0.1829,40480
met2,0.48,247100,0.2421,2594
met3,0.064,33430,0.03002,767
met4,0.052,27100,0.05783,34
met5,0.00041,213,0.0004744,-
Power figures rest on the tool's default switching activity, not on a simulated workload.
