--- flow/run.sh ---
#!/bin/bash
# OpenROAD 26Q1-2900-gdf79404cd8, Yosys 0.63+post, stock flow scripts
make -C /OpenROAD-flow-scripts/flow DESIGN_CONFIG=/design/flow/config.mk WORK_HOME=/design/flow/orfs finish
--- flow/config.mk ---
export PLATFORM = sky130hd
export DESIGN_NAME = in_sync_buf
export DESIGN_NICKNAME = in_sync_buf
export VERILOG_FILES = /design/flow/design.v
export SDC_FILE = /design/flow/constraint.sdc
export NUM_CORES = 4
export LEC_CHECK = 1
export CORE_UTILIZATION = 40
--- flow/constraint.sdc ---
current_design in_sync_buf

set clk_period 13.8
set clk_io_pct 0.2

create_clock -name clk0 -period $clk_period [get_ports {clk_rd}]
create_clock -name clk1 -period $clk_period [get_ports {clk_wr}]

set non_clock_inputs [all_inputs -no_clocks]
set_input_delay [expr $clk_period * $clk_io_pct] -clock clk0 $non_clock_inputs
set_output_delay [expr $clk_period * $clk_io_pct] -clock clk0 [all_outputs]
--- flow/design.v ---
module in_sync_buf
#(
  parameter NUMBER_OF_LINES = 4,
  parameter DATA_WIDTH = 256
)
(
  input wire clk_rd,
  input wire clk_wr,
  input wire rst_n,
  input wire flush,
  input wire [DATA_WIDTH-1:0] in_data,
  input wire in_valid,
  input wire in_sof,
  input wire in_eof,
  input wire in_data_is_pps,
  output reg [DATA_WIDTH-1:0] out_data,
  output reg out_valid,
  output reg out_sof,
  output reg out_eof,
  output reg out_data_is_pps
);
localparam ADDR_WIDTH = $clog2(NUMBER_OF_LINES) + 1;  
function [ADDR_WIDTH-1:0] bin2gray;
  input [ADDR_WIDTH-1:0] bin_in;
  integer i;
  begin
    bin2gray = bin_in;
    for (i = ADDR_WIDTH-1; i > 0; i = i - 1)
      bin2gray[i-1] = bin_in[i] ^ bin_in[i-1];
  end
endfunction
reg [ADDR_WIDTH-1:0] addr_w;
always @ (posedge clk_wr or negedge rst_n)
  if (~rst_n)
    addr_w <= {ADDR_WIDTH{1'b0}};
  else if (flush)
    addr_w <= {ADDR_WIDTH{1'b0}};
  else if (in_valid)
    if (addr_w + 1'b1 == NUMBER_OF_LINES<<1)
      addr_w <= {ADDR_WIDTH{1'b0}};
    else
      addr_w <= addr_w + 1'b1;
wire [ADDR_WIDTH-1:0] addr_w_gray;
assign addr_w_gray = bin2gray(addr_w);
genvar gi;
wire [ADDR_WIDTH-1:0] addr_w_gray_rd_clk_domain;
generate
  for (gi=0; gi<ADDR_WIDTH; gi=gi+1) begin : sync_addr_w_gray
    synchronizer sync_addr_w_gray_u (.clk(clk_rd), .in(addr_w_gray[gi]), .out(addr_w_gray_rd_clk_domain[gi]));
  end
endgenerate
function [ADDR_WIDTH-1:0] gray2bin;
  input [ADDR_WIDTH-1:0] gray_in;
  integer i;
  begin
    gray2bin[ADDR_WIDTH-1] = gray_in[ADDR_WIDTH-1];
    for (i=ADDR_WIDTH-2; i>=0; i=i-1)
      gray2bin[i] = gray2bin[i+1]^gray_in[i];
  end
endfunction
reg [ADDR_WIDTH-1:0] addr_w_rd_clk_domain;
always @ (posedge clk_rd)
  addr_w_rd_clk_domain <= gray2bin(addr_w_gray_rd_clk_domain);
reg [ADDR_WIDTH-1:0] addr_r;
wire empty;
assign empty = (addr_w_rd_clk_domain == addr_r);
wire rd_en;
assign rd_en = ~empty;
always @ (posedge clk_rd or negedge rst_n)
  if (~rst_n)
    addr_r <= {ADDR_WIDTH{1'b0}};
  else if (flush)
    addr_r <= {ADDR_WIDTH{1'b0}};
  else if (rd_en)
    if (addr_r + 1'b1 == NUMBER_OF_LINES<<1)
      addr_r <= {ADDR_WIDTH{1'b0}};
    else
      addr_r <= addr_r + 1'b1;
wire [DATA_WIDTH+3-1:0] rd_data;
wire mem_valid;
sync_dp_ram 
#(
  .NUMBER_OF_LINES  (NUMBER_OF_LINES),
  .DATA_WIDTH       (DATA_WIDTH + 3)  
)
sync_dp_ram_u
(
  .clk_w            (clk_wr),
  .clk_r            (clk_rd),
  .w_en             (in_valid),
  .r_en             (rd_en),
  .addr_w           (addr_w[ADDR_WIDTH-2:0]),
  .addr_r           (addr_r[ADDR_WIDTH-2:0]),
  .wr_data          ({in_data_is_pps, in_sof, in_eof, in_data}),
  .rd_data          (rd_data),
  .mem_valid        (mem_valid)
);
always @ (posedge clk_rd or negedge rst_n)
  if (~rst_n) begin
    out_sof <= 1'b0;
    out_data_is_pps <= 1'b0;
    out_eof <= 1'b0;
  end
  else if (flush) begin
    out_sof <= 1'b0;
    out_data_is_pps <= 1'b0;
    out_eof <= 1'b0;
  end
  else if (mem_valid) begin
    out_eof <= rd_data[DATA_WIDTH+1-1];
    out_sof <= rd_data[DATA_WIDTH+2-1];
    out_data_is_pps <= rd_data[DATA_WIDTH+3-1];
  end
  else begin
    out_sof <= 1'b0;
    out_eof <= 1'b0;
    out_data_is_pps <= 1'b0;
  end
always @ (posedge clk_rd or negedge rst_n)
  if (~rst_n)
    out_valid <= 1'b0;
  else if (flush)
    out_valid <= 1'b0;
  else
    out_valid <= mem_valid;
always @ (posedge clk_rd)
  if (mem_valid)
    out_data <= rd_data[DATA_WIDTH-1:0];
endmodule
module sync_dp_ram #(
	parameter NUMBER_OF_LINES = 16,
	parameter DATA_WIDTH = 128
)(
 input wire clk_w,
 input wire clk_r,
 input wire w_en,
 input wire r_en,
 input wire [$clog2(NUMBER_OF_LINES)-1:0] addr_w,
 input wire [$clog2(NUMBER_OF_LINES)-1:0] addr_r,
 input wire [DATA_WIDTH-1:0] wr_data,
 output reg [DATA_WIDTH-1:0] rd_data,
 output reg mem_valid
);  
reg [DATA_WIDTH-1:0] mem [NUMBER_OF_LINES-1:0];
wire mem_valid_w;
reg mem_valid_r;
integer i;
always @(posedge clk_r)
begin: mem_gen_rd
	rd_data <= {DATA_WIDTH{1'bx}};
  if (r_en)
    rd_data <= mem[addr_r];
end
always @(posedge clk_w)
begin: mem_gen_wr
  if (w_en)
    mem[addr_w] <= wr_data;
end
always @(posedge clk_r)
    mem_valid <= r_en;
endmodule  
module synchronizer
(
  input wire clk,
  input wire in,
  output wire out
);
reg [1:0] in_dl;
always @ (posedge clk)
  in_dl <= {in_dl[0], in};
assign out = in_dl[1];
endmodule
==> results.tsv <==
stage	metric	value	unit
final_timing	hold_viol_final	0	
worst_setup_path	crit_path_end_kind	register	
routing	post-route-drc-count	0	
hold_path	min_path_type	register to register	
routing	drtAntennaViolNets	0	
yosys	ys_ff	1571	
routing	vias	21573	
place	pre_cts_ws	7.078	ns
global_routing	grt_max_degree	98	
die	core	126100	um^2
final_timing	final.setup_skew	0.02992	ns
place	place_congestion	0.7985	
worst_setup_path	cp_max_fo	48	
global_routing	antenna_found_initial	51	
yosys	postSynthCellCount	1933	
yosys	yosysCellCount	1933	
final_layout	fin_cells	4429	
global_routing	grt.overflow.total	0	
yosys	yosys.stat.seqShare	0.8714	
worst_setup_path	critPathSlowestCell	buf_4	
routing	via_per_inst	4.871	
worst_setup_path	startpoint	in_valid	
yosys	synth_cell_types	28	
die	dieWidth	359.0	um
final_timing	relSlewSlack	0.4409	
yosys	syn_area	50990	um^2
power	power_density	205.2	nW/um^2
worst_setup_path	worstPathArrival	6.24	ns
final_timing	worst_slew_pin_slew	0.8387	ns
clock_tree	clkTransAtPathRegs	0.05	ns
worst_setup_path	cp-start-kind	input pin	
routing	drt_pre_antenna_iters	6	
routing	post_drt_wl_per_cell	22.53	um
final_timing	slew_violations	0	
clock_tree	cts_hold_buf	0	
final_layout	final_area	64040	um^2
worst_setup_path	timing.critical_path.mode_cell	buf_4	
clock_tree	post_cts_buffers	0	
die	ios	524	
worst_setup_path	required	14.09	ns
global_routing	gr-usage-all-layers	0.1729	
place	place_area	58210	um^2
yosys	synth_chip_area	50990	um^2
worst_setup_path	worstSetupPathType	input pin to register	
power	ir_worst_vdd	0.1309	mV
final_layout	area.growth.synth_to_final	25.60	%
die	die_h	359.0	um
yosys	topCellsByArea	edfxtp_1, mux4_2, dfxtp_1	
yosys	postSynthAreaPerCell	26.38	um^2
worst_setup_path	reg2reg_from	addr_w[1]$_DFFE_PN0P_	
final_layout	drive_above_1_share	0.2035	
clock_tree	cts_resized	0	
worst_setup_path	crit_family	buffers and inverters	
power	power.leakage	21.09	nW
hold_path	hp-start	sync_addr_w_gray[1].sync_addr_w_gray_u.in_dl[0]$_DFF_P_	
run_status	status	finished, final reports clean	
yosys	largest_area_cell	edfxtp_1	
place	dp_hpwl	58270	um
yosys	netlist.area_leader.share	0.7609	
place	io_buffers	522	
routing	wirelength	99810	um
global_routing	grt_first_pass_wirelength	148700	um
job	cap_violations	0	
power	power.total	13.14	mW
die	placementRows	130	
routing	drt_iter0_drc	1089	
worst_setup_path	crit_chain	clkdlybuf4s50_1 -> and2_4 -> buf_4 -> buf_4 -> buf_4	
clock_tree	cts.sinks	1571	
final_timing	rsz0062_at_grt	no	
place	dp_cells	4083	
final_timing	setup_slack	7.851	ns
worst_setup_path	cp_slowest_stage_delay	0.72	ns
clock_tree	tritoncts	done	
die	die_area	128900	um^2
yosys	ys_warn_count	3	
die	initCoreUtil	0.4045	
job	warnings	31	
worst_setup_path	worst-path-buf-inv	4	
final_timing	fin_tns_setup	0	ns
global_routing	grt_pass1_vias	24235	
final_timing	finalSetupViolCount	0	
-- state kept, by name, indices dropped and copies added, names as in the netlist --
| register | count |
|---|---|
| out_sof | 1 |
| sync_dp_ram_u.rd_data | 259 |
| addr_w_rd_clk_domain | 3 |
| sync_dp_ram_u.mem | 1036 |
| addr_w | 3 |
| out_data_is_pps | 1 |
| out_data | 256 |
| sync_dp_ram_u.mem_valid | 1 |
| out_valid | 1 |
| out_eof | 1 |
| addr_r | 3 |
| sync_addr_w_gray.sync_addr_w_gray_u.in_dl | 6 |
-- synthesized netlist by cell type --
master,count
nor2b_1,2
buf_2,25
nand4_1,1
buf_1,5
buf_4,17
o211a_1,1
ha_1,7
dfrtp_1,10
buf_6,9
mux4_2,259
a21oi_1,1
inv_1,3
nand2b_1,2
o211ai_1,1
mux2_1,1
dfxtp_1,269
xnor2_1,2
nor3_2,1
nor4b_1,1
clkbuf_1,3
and2_1,7
mux2i_1,1
nor4_1,1
nand3_1,1
xor2_1,6
nor2_1,4
edfxtp_1,1292
nand3b_1,1
-- metrics by stage --
step | util | hold WS [ns]
floorplan | - | 0.3096
CTS | 0.5077 | 0.3287
global route | 0.5079 | 0.3311
global placement | 0.4617 | 0.3102
detailed placement | 0.4617 | 0.3160
finish | 0.5080 | 0.3270
-- final timing paths --
kind,slack [ns],to,cells past startpoint
worst min register to register,0.33,sync_addr_w_gray[1].sync_addr_w_gray_u.in_dl[1]$_DFF_P_,0
max in group clk0,9.41,out_data[254],1
worst max register to register,9.97,sync_dp_ram_u.mem[3][111]$_DFFE_PP_,5
min in group clk1,0.65,addr_w[2]$_DFFE_PN0P_,2
max in group asynchronous,11.00,addr_r[0]$_DFFE_PN0P_,1
worst max-delay path,7.85,sync_dp_ram_u.mem[3][111]$_DFFE_PP_,5
worst min-delay path,0.33,sync_addr_w_gray[1].sync_addr_w_gray_u.in_dl[1]$_DFF_P_,0
min in group asynchronous,2.42,addr_w[0]$_DFFE_PN0P_,1
-- layer usage --
metal | vias to the layer above | global-route usage | routed length [um]
met4 | 78 | 0.04704 | 3104
met1 | 10722 | 0.2084 | 32510
met2 | 1063 | 0.2575 | 48800
li1 | 9443 | - | -
met3 | 267 | 0.1227 | 14720
met5 | - | 0.01221 | 670
-- cell type report --
type | instances | area [um^2]
antenna | 18 | 45.04
clock buffer | 225 | 4723
clock inverter | 103 | 1067
fill | 9538 | 62020
inverter | 3 | 11.26
multi-input combinational | 300 | 6172
sequential | 1571 | 44440
tap | 1650 | 2064
timing repair buffer | 559 | 5515
-- power breakdown --
group / switching [mW] / internal (mW) / leakage, nW
registers: 0.397 / 6.28 / 14.4
logic: 0.657 / 1.15 / 3.86
clock network: 1.90 / 2.76 / 2.80
-- layout by cell type, fill, tap and decap left out, types with 3 or more instances in the layout --
cell type        synthesis  routed
clkdlybuf4s50_1          0     522
clkinvlp_4               0      12
clkinv_8                 0       5
inv_6                    0       7
xor2_1                   6       6
clkinv_2                 0      24
clkinv_4                 0       5
buf_4                   17      36
dfxtp_1                269     268
clkbuf_16                0     180
dfrtp_1                 10       8
and2_4                   0       4
mux4_2                 259     259
nor2_1                   4       4
inv_1                    3       3
ha_1                     7       7
bufinv_16                0      18
edfxtp_1              1292    1292
clkinv_1                 0      30
and2_1                   7       3
clkbuf_1                 3      40
diode_2                  0      18
clkbuf_8                 0       5
-- kinds of logic (layout without fill, tap and decap cells) --
kind of cell | Yosys count | after routing | synth area share
buf+inv | 62 | 890 | 0.007754
compound gates | 3 | 3 | 0.0004417
flops | 1571 | 1571 | 0.8714
xor+xnor | 8 | 8 | 0.001374
mux | 261 | 261 | 0.1148
fa+ha+maj | 7 | 7 | 0.001718
simple gates | 21 | 21 | 0.002503
other cells | 0 | 18 | 0
Power is estimated from default activity; no workload was simulated.
